**./run.sh**
```bash
#!/bin/bash
# OpenROAD 26Q1-2900-gdf79404cd8, Yosys 0.63+post, stock flow scripts
make -C /OpenROAD-flow-scripts/flow DESIGN_CONFIG=/design/flow/config.mk WORK_HOME=/design/flow/orfs finish
```
**./config.mk**
```make
export PLATFORM = sky130hd
export DESIGN_NAME = geofence
export DESIGN_NICKNAME = geofence
export VERILOG_FILES = /design/flow/design.v
export SDC_FILE = /design/flow/constraint.sdc
export NUM_CORES = 4
export LEC_CHECK = 1
export CORE_UTILIZATION = 30
```
**./constraint.sdc**
```tcl
current_design geofence

set clk_period 16.4
set clk_io_pct 0.2

create_clock -name clk0 -period $clk_period [get_ports {clk}]

set non_clock_inputs [all_inputs -no_clocks]
set_input_delay [expr $clk_period * $clk_io_pct] -clock clk0 $non_clock_inputs
set_output_delay [expr $clk_period * $clk_io_pct] -clock clk0 [all_outputs]
```
**./design.v**
```verilog
module CrossProduct (input clk,
                     input reset,
                     input start_flg,
                     input signed [10:0] Ax,
                     input signed [10:0] Bx,
                     input signed [10:0] Ay,
                     input signed [10:0] By,
                     output cmp_flg,
                     output reg A_bigger_B_flg);
    reg signed [10:0] Mul_A;
    reg signed [10:0] Mul_B;
    reg signed [20:0] tmp;
    wire signed [20:0] Mul_O;
    reg [1:0]timer;
    assign cmp_flg = (timer == 2'd3);
    Mul M0(
    .clk(clk),
    .reset(reset),
    .A(Mul_A),
    .B(Mul_B),
    .out(Mul_O));
    always @(posedge clk or posedge reset) begin
        if (reset) begin
            timer <= 2'd0;
        end
        else if(!start_flg) begin
            timer <= 2'd0;
        end
        else if (start_flg) begin
            timer <= timer + 2'd1;
        end
        else begin
            timer <= 2'd0;
        end
    end
    always @(posedge clk or posedge reset) begin
        if (reset) begin
            Mul_A <= 11'b0;
            Mul_B <= 11'b0;
        end
        else if(!start_flg) begin
            Mul_A <= 11'b0;
            Mul_B <= 11'b0;
        end
        else if (start_flg) begin
            case(timer)
                2'd0: begin
                    Mul_A <= Bx;
                    Mul_B <= Ay;
                end
                2'd1: begin
                    Mul_A <= Ax;
                    Mul_B <= By;
                end
                2'd2: begin
                    Mul_A <= 11'd0;
                    Mul_B <= 11'd0;
                end
                default: begin
                    Mul_A <= 11'd0;
                    Mul_B <= 11'd0;
                end
            endcase
        end
        else begin
            Mul_A <= 11'd0;
            Mul_B <= 11'd0;
        end
    end
    always @(posedge clk or posedge reset) begin
        if (reset) begin
            tmp <= 21'd0;
        end
        else if(!start_flg) begin
            tmp <= 21'd0;
        end
        else if (start_flg) begin
            case(timer)
                2'd0: begin
                    tmp <= 21'd0;
                end
                2'd1: begin
                    tmp <= Mul_O;
                end
                2'd2: begin
                    tmp <= tmp;
                end
                default: begin
                    tmp <= 21'd0;
                end
            endcase
        end
        else begin
            tmp <= 21'd0;
        end
    end
    wire [20:0] div = $signed(tmp) - $signed(Mul_O);
    wire cmp = !div[20];
    always @(posedge clk or posedge reset) begin
        if (reset) begin
            A_bigger_B_flg <= 1'd0;
        end
        else if(!start_flg) begin
            A_bigger_B_flg <= 1'd0;
        end
        else if (start_flg) begin
            if (timer == 2'd2) begin
                A_bigger_B_flg <= cmp;
            end
            else begin
                A_bigger_B_flg <= A_bigger_B_flg;
            end
        end
        else begin
            A_bigger_B_flg <= A_bigger_B_flg;
        end
    end
endmodule
module Mul (input clk,
            input reset,
            input signed [10:0] A,
            input signed [10:0] B,
            output signed [20:0] out);
    assign out = A * B;
endmodule
module geofence (clk,
                 reset,
                 X,
                 Y,
                 valid,
                 is_inside);
    input clk;
    input reset;
    input [9:0] X;
    input [9:0] Y;
    output valid;
    output is_inside;
    localparam FALSE = 1'd0;
    localparam TRUE  = !FALSE;
    localparam STORE_NODE      = 3'd0;
    localparam STORE_FENCE     = 3'd1;
    localparam CACULATE_VECTOR = 3'd2;
    localparam FENCE_BUILD     = 3'd3;
    localparam ORDER_CHANGE    = 3'd4;
    localparam CACULATE_NODE   = 3'd5;
    localparam DETECT_NODE     = 3'd6;
    localparam CACULATE_OVER   = 3'd7;
    reg [2:0] cur_state, next_state;
    reg [2:0] node_ptr, node_ptr2;
    reg signed [10:0] cmp_node_x, cmp_node_y;
    reg signed [10:0] fence_node_x [5:0];
    reg signed [10:0] fence_node_y [5:0];
    reg p_n_flg, cross_start_flg;
    wire cross_cmp_flg, A_bigger_B_flg;
    reg signed [10:0] Ax, Bx, Ay, By;
    reg is_inside_tmp;
    integer i;
    assign is_inside = is_inside_tmp;
    assign valid = (cur_state == CACULATE_OVER) ? TRUE : FALSE;
    CrossProduct C0(
    .clk(clk),
    .reset(reset),
    .start_flg(cross_start_flg),
    .Ax(Ax),
    .Bx(Bx),
    .Ay(Ay),
    .By(By),
    .cmp_flg(cross_cmp_flg),
    .A_bigger_B_flg(A_bigger_B_flg));
    wire STORE_FENCE_flg     = (node_ptr == 3'd5) ? TRUE : FALSE;
    wire CACULATE_VECTOR_flg = (node_ptr == 3'd0) ? TRUE : FALSE;
    wire FENCE_BUILD_flg     = (cross_cmp_flg) ? TRUE : FALSE;
    wire ORDER_CHANGE_flg    = (node_ptr == 3'd4 && node_ptr2 == 3'd5) ? TRUE : FALSE;
    wire CACULATE_NODE_flg   = (cross_cmp_flg) ? TRUE : FALSE;
    wire DETECT_NODE_flg     = ((node_ptr != 0 && A_bigger_B_flg != p_n_flg) || (node_ptr == 3'd5)) ? TRUE : FALSE;
    always @(posedge clk or posedge reset) begin
        if (reset) begin
            cur_state <= STORE_NODE;
        end
        else begin
            cur_state <= next_state;
        end
    end
    always @(*) begin
        case(cur_state)
            STORE_NODE : begin
                next_state = STORE_FENCE;
            end
            STORE_FENCE : begin
                next_state = (STORE_FENCE_flg) ? CACULATE_VECTOR : STORE_FENCE;
            end
            CACULATE_VECTOR : begin
                next_state = (CACULATE_VECTOR_flg) ? FENCE_BUILD : CACULATE_VECTOR;
            end
            FENCE_BUILD : begin
                next_state = (FENCE_BUILD_flg) ? ORDER_CHANGE : FENCE_BUILD;
            end
            ORDER_CHANGE : begin
                next_state = (ORDER_CHANGE_flg) ? CACULATE_NODE : FENCE_BUILD;
            end
            CACULATE_NODE : begin
                next_state = (CACULATE_NODE_flg) ? DETECT_NODE : CACULATE_NODE;
            end
            DETECT_NODE : begin
                next_state = (DETECT_NODE_flg) ? CACULATE_OVER : CACULATE_NODE;
            end
            CACULATE_OVER : begin
                next_state = STORE_NODE;
            end
        endcase
    end
    always @(posedge clk or posedge reset) begin
        if (reset) begin
            cmp_node_x <= 11'd0;
            cmp_node_y <= 11'd0;
        end
        else begin
            case(cur_state)
                STORE_NODE : begin
                    cmp_node_x <= $signed({1'b0, X});
                    cmp_node_y <= $signed({1'b0, Y});
                end
                CACULATE_VECTOR : begin
                    if (node_ptr == 3'd5) begin
                        cmp_node_x <= cmp_node_x - $signed({1'b0, fence_node_x[0]});
                        cmp_node_y <= cmp_node_y - $signed({1'b0, fence_node_y[0]});
                    end
                end
                default: begin
                    cmp_node_x <= cmp_node_x;
                    cmp_node_y <= cmp_node_y;
                end
            endcase
        end
    end
    always @(posedge clk or posedge reset) begin
        if (reset) begin
            for(i = 0; i<6; i = i+1) begin
                fence_node_x[i] <= 11'd0;
                fence_node_y[i] <= 11'd0;
            end
        end
        else begin
            case(cur_state)
                STORE_FENCE : begin
                    fence_node_x[node_ptr] <= $signed({1'b0, X});
                    fence_node_y[node_ptr] <= $signed({1'b0, Y});
                end
                CACULATE_VECTOR : begin
                    fence_node_x[node_ptr] <= fence_node_x[node_ptr] - $signed({1'b0, fence_node_x[0]});
                    fence_node_y[node_ptr] <= fence_node_y[node_ptr] - $signed({1'b0, fence_node_y[0]});
                end
                ORDER_CHANGE : begin
                    if (!A_bigger_B_flg) begin  
                        fence_node_x[node_ptr]  <= fence_node_x[node_ptr2];
                        fence_node_x[node_ptr2] <= fence_node_x[node_ptr];
                        fence_node_y[node_ptr]  <= fence_node_y[node_ptr2];
                        fence_node_y[node_ptr2] <= fence_node_y[node_ptr];
                    end
                end
                default: begin
                    for(i = 0; i<6; i = i+1) begin
                        fence_node_x[i] <= fence_node_x[i] ;
                        fence_node_y[i] <= fence_node_y[i] ;
                    end
                end
            endcase
        end
    end
    always @(posedge clk or posedge reset) begin
        if (reset) begin
            node_ptr <= 3'd0;
        end
        else begin
            case(cur_state)
                STORE_NODE : begin
                    node_ptr <= 3'd0;
                end
                STORE_FENCE : begin
                    if (node_ptr == 3'd5) begin
                        node_ptr <= 3'd5;
                    end
                    else begin
                        node_ptr <= node_ptr + 3'd1;
                    end
                end
                CACULATE_VECTOR : begin
                    if (node_ptr == 3'd0) begin
                        node_ptr <= 3'd1;
                    end
                    else begin
                        node_ptr <= node_ptr - 3'd1;
                    end
                end
                ORDER_CHANGE : begin
                    if (node_ptr == 3'd4 && node_ptr2 == 3'd5) begin
                        node_ptr <= 3'd0;
                    end
                    else if (node_ptr2 == 3'd5) begin
                        node_ptr <= node_ptr + 3'd1;
                    end
                    else begin
                        node_ptr <= node_ptr;
                    end
                end
                DETECT_NODE : begin
                    if (node_ptr == 3'd5) begin
                        node_ptr <= 3'd0;
                    end
                    else begin
                        node_ptr <= node_ptr + 3'd1;
                    end
                end
                default: begin
                    node_ptr <= node_ptr;
                end
            endcase
        end
    end
    always @(posedge clk or posedge reset) begin
        if (reset) begin
            node_ptr2 <= 3'd1;
        end
        else begin
            case(cur_state)
                STORE_NODE : begin
                    node_ptr2 <= 3'd1;
                end
                CACULATE_VECTOR : begin
                    node_ptr2 <= 3'd2;
                end
                ORDER_CHANGE : begin
                    if (node_ptr2 == 3'd5 && node_ptr == 3'd4) begin
                        node_ptr2 <= 3'd1;
                    end
                    else if (node_ptr2 == 3'd5) begin
                        node_ptr2 <= node_ptr + 3'd2;
                    end
                    else begin
                        node_ptr2 <= node_ptr2 + 3'd1;
                    end
                end
                DETECT_NODE : begin
                    if (node_ptr2 == 3'd5) begin
                        node_ptr2 <= 3'd0;
                    end
                    else begin
                        node_ptr2 <= node_ptr2 + 3'd1;
                    end
                end
                default: begin
                    node_ptr2 <= node_ptr2;
                end
            endcase
        end
    end
    always @(*) begin
        case(cur_state)
            FENCE_BUILD : begin
                Ax              = fence_node_x[node_ptr];
                Bx              = fence_node_x[node_ptr2];
                Ay              = fence_node_y[node_ptr];
                By              = fence_node_y[node_ptr2];
                cross_start_flg = 1'b1;
            end
            CACULATE_NODE : begin
                Ax              = cmp_node_x - fence_node_x[node_ptr];
                Bx              = fence_node_x[node_ptr] - fence_node_x[node_ptr2];
                Ay              = cmp_node_y - fence_node_y[node_ptr];
                By              = fence_node_y[node_ptr] - fence_node_y[node_ptr2];
                cross_start_flg = 1'b1;
            end
            default: begin
                Ax              = 11'd0;
                Bx              = 11'd0;
                Ay              = 11'd0;
                By              = 11'd0;
                cross_start_flg = 1'd0;
            end
        endcase
    end
    always @(posedge clk or posedge reset) begin
        if (reset) begin
            p_n_flg <= FALSE;
        end
        else begin
            case(cur_state)
                STORE_NODE : begin
                    p_n_flg <= FALSE;
                end
                CACULATE_NODE : begin
                    p_n_flg <= p_n_flg;
                end
                DETECT_NODE : begin
                    if (node_ptr == 3'd0) begin
                        p_n_flg <= A_bigger_B_flg;
                    end
                    else begin
                        p_n_flg <= p_n_flg;
                    end
                end
                default: begin
                    p_n_flg <= FALSE;
                end
            endcase
        end
    end
    always @(posedge clk or posedge reset) begin
        if (reset) begin
            is_inside_tmp <= FALSE;
        end
        else begin
            case(cur_state)
                STORE_NODE : begin
                    is_inside_tmp <= FALSE;
                end
                DETECT_NODE : begin
                    if(node_ptr == 3'd5) begin
                        is_inside_tmp <= TRUE;
                    end
                    else begin
                        is_inside_tmp <= FALSE;
                    end
                end
                CACULATE_OVER : begin
                    is_inside_tmp <= is_inside_tmp;
                end
                default: begin
                    is_inside_tmp <= FALSE;
                end
            endcase
        end
    end
endmodule
```
==> run summary <==
This memo summarizes the results of the implementation run.

Die
The initial core utilization is 0.305. The die span in x is between 200 and 300 um. The I/O pin count is 24. The number of rows created at floorplan is around 96.

The area of the die is 0.0713 mm2. The vertical die dimension reported for this design is between 200 and 300 um. The floorplan step defined a core boundary enclosing 0.0691 mm2.

Clock tree
The number of levels in the clock H-tree is 1. The clock root buffer master is sky130_fd_sc_hd__clkbuf_16. At the later pin of the worst-skew pair, clock insertion delay measures around 610 ps. The number of cells upsized or downsized after cts is 0. Buffers added to address setup during post-CTS repair amount to 0. The number of clock sinks is between 200 and 250. The count of hold buffers inserted by post-cts repair is 0. No sink is reached through more buffers than the 3 on the longest clock path. The number of clock buffers added by TritonCTS is 29. The clock slew at the register clock pins of the worst setup and hold paths is about 60 ps. The TritonCTS clock tree is done.

Timing
The final timing summary puts the cycle share of the worst path at 0.395. The worst setup slack after layout is about 10000 ps. The clock arrives with 28.3 ps of skew. The worst slew slack as a fraction of its limit is 0.379. The number of failing setup endpoints in the final timing report is 0. Per the final report, max-transition violations number 0. Hold-check failures listed in the final report amount to 0.

Static timing analysis puts the maximum clock frequency at around 0.15 GHz. Hold timing on the final database bottoms out at a slack of roughly 420 ps. The smallest clock period supported by the final layout is computed as roughly 6500 ps. Looking at the max-slew report, the worst-margin pin has a slew of between 900 and 1000 ps. Setup repair after global routing left no endpoint under its margin. Adding up every negative setup slack in the final design gives 0 ps.

Finish
The leading cell type in the layout, fill and taps excluded is sky130_fd_sc_hd__nor2_1. The most common logic cells in the final layout are sky130_fd_sc_hd__nor2_1, sky130_fd_sc_hd__inv_1, sky130_fd_sc_hd__dfrtp_1. The finished cells cover ~0.023 mm2. The layout-stage area growth over the synthesis result is 11.5%.

The finished layout holds 3423 standard cells, fillers aside. The final design utilization is 0.340. The share of layout cells above drive strength 1 is 0.0662.

Synthesis
Synthesis instantiated ~72 different standard cells from the library. Dividing the synthesized area by the synthesized cell count gives around 8.4 um2. For this run, the chip area from Yosys synthesis comes to approximately 0.021 mm2.

The yosys stat cell total is 2506. The number of synthesis warnings is 4. The sequential share of the synthesized area is 0.257. The async set-or-reset flop fraction in the synthesized netlist is 1.00. The cell count after synthesis is ~2.5k. The number of enable-type register cells in the synthesized netlist is 0. Post-synth the commonest register cell is sky130_fd_sc_hd__dfrtp_1.

The number of storage elements in the synthesis netlist is ~220. In this run the cell area of the synthesized design comes to ~0.021 mm2.

Critical path
The data required time of the critical path is 16860 ps. The maximum fanout along the worst path is 11. The critical register-to-register path endpoint is C0.A_bigger_B_flg.

The critical path class is reg -> reg. According to the timing report, the arrival time at the worst endpoint equals roughly 7000 ps. The worst setup path is captured at a flop. STA classifies the critical path startpoint as a flop. STA shows the worst reg2reg path with a cell count of 25.

The setup slack of the worst register-to-register path is slightly below 10000 ps. The startpoint of the lowest-slack register-to-register path is C0.Mul_B[2].

Place
The pre-CTS worst setup slack is slightly below 10000 ps. Buffers placed on the I/O ports in this run total 23. The HPWL reported at the end of detailed placement is roughly 47 mm. Once placement completed, the tool counted placed cells totaling 3369.

The placed cell area is around 0.022 mm2. The placer congestion estimate is about 0.9.

Run
The max-cap violation count is 0. Warnings raised by the tools during the run amount to 35.

GRT
Recorded from the global router log, the overflow total was 0. The via count of the first global-routing pass is 18.1k. The global-route usage over all layers is 0.196. Entering global routing, the biggest net connects around 86 pins. The first-pass GRT wire length is around 110 mm. The initial antenna violation count is 0.

Power
Overall power consumption after layout is estimated at between 1 and 1.5 mW. The leakage component of the power was reported as about 10 nW. In this run the power density over the cells is ~53 mW/mm2. The peak supply drop is about 0.063 mV.

Min path
The worst hold path was traced through 0 stages. The beginning of the worst hold path is cur_state[7]. The type of the worst min-delay path is reg -> reg. The endpoint of the worst hold path is reported as cur_state[0].

Drt
The routed via count divided by cell count is 5.39. The first TritonRoute pass finished after 9 iterations. In the routed netlist, the antenna diode instances number 0. Per the log, the first TritonRoute iteration ended with a DRC count of 1692.

The number of design rule violations left after detail routing is 0. The detailed router placed about 18k vias in this run. The detail route stage leaves a number of antenna-violating nets equal to 0. The average wire length per cell after detail routing is 19.5 um. The aggregate routed wire length is 66.6 mm.

Outcome
The run finished with clean final reports.
-- flip-flops by register name, summed over array words and instances, names as in the netlist --
name               cells
C0.A_bigger_B_flg      1
C0.Mul_A              11
C0.Mul_B              11
C0.timer               2
C0.tmp                21
cmp_node_x            11
cmp_node_y            11
cur_state              8
fence_node_x          66
fence_node_y          66
is_inside_tmp          1
node_ptr               3
node_ptr2              3
p_n_flg                1
-- cell type report --
class                      count  area (um2)
clock inverter                 9         146
inverter                     235         890
sequential                   216        5410
fill                        7034       45600
clock buffer                  45         886
multi-input combinational   1896       14200
timing repair buffer          91         741
tap                          931        1160
-- logic make-up (layout without fill, tap and decap cells) --
kind of cell	after synthesis	count (layout)	share of synthesized area
and+or+nand+nor	688	688	0.146
AOI/OAI and AO/OA	786	786	0.250
muxes	70	70	0.0351
xor gates and xnor gates	72	72	0.0299
buffers and inverters	394	380	0.0728
DFF	216	216	0.257
adders and majority gates	280	280	0.209
-- worst max-delay path: stages, from the launching register on --
cell                       delay (ps)
sky130_fd_sc_hd__dfrtp_1          560
sky130_fd_sc_hd__nand2_1          200
sky130_fd_sc_hd__fa_1             510
sky130_fd_sc_hd__inv_1             50
sky130_fd_sc_hd__fa_1             480
sky130_fd_sc_hd__fa_1             500
sky130_fd_sc_hd__fa_1             490
sky130_fd_sc_hd__inv_1             50
sky130_fd_sc_hd__fa_1             470
sky130_fd_sc_hd__inv_1             40
sky130_fd_sc_hd__ha_1             320
sky130_fd_sc_hd__a2111o_1         460
sky130_fd_sc_hd__nand4_1          100
sky130_fd_sc_hd__nand2_1           50
sky130_fd_sc_hd__a211o_1          310
sky130_fd_sc_hd__o31ai_1          250
sky130_fd_sc_hd__xor2_1           220
sky130_fd_sc_hd__ha_1             270
sky130_fd_sc_hd__a21o_1           160
sky130_fd_sc_hd__a211o_1          320
sky130_fd_sc_hd__a21oi_1          110
sky130_fd_sc_hd__o21ai_0           70
sky130_fd_sc_hd__o21ai_0           70
sky130_fd_sc_hd__nand2_1           80
sky130_fd_sc_hd__xnor2_1          130
sky130_fd_sc_hd__a21oi_1           80
-- synthesized netlist by cell type (10+ instances only) --
master | instances | area (um2)
sky130_fd_sc_hd__o22ai_1 | 45 | 282
sky130_fd_sc_hd__dfrtp_1 | 214 | 5360
sky130_fd_sc_hd__nor3b_1 | 10 | 75.1
sky130_fd_sc_hd__buf_2 | 10 | 50.1
sky130_fd_sc_hd__o21ai_4 | 15 | 244
sky130_fd_sc_hd__a222oi_1 | 42 | 420
sky130_fd_sc_hd__o22a_1 | 14 | 123
sky130_fd_sc_hd__nor2_1 | 305 | 1140
sky130_fd_sc_hd__a21oi_1 | 142 | 711
sky130_fd_sc_hd__a31oi_1 | 99 | 619
sky130_fd_sc_hd__a22o_1 | 14 | 123
sky130_fd_sc_hd__o211ai_1 | 53 | 398
sky130_fd_sc_hd__and2_1 | 64 | 400
sky130_fd_sc_hd__a21boi_0 | 16 | 120
sky130_fd_sc_hd__o21ai_1 | 21 | 105
sky130_fd_sc_hd__clkbuf_1 | 123 | 462
sky130_fd_sc_hd__a22oi_1 | 56 | 420
sky130_fd_sc_hd__nor3_1 | 18 | 90.1
sky130_fd_sc_hd__nand2b_1 | 10 | 62.6
sky130_fd_sc_hd__mux2i_1 | 66 | 661
sky130_fd_sc_hd__ha_1 | 159 | 1990
sky130_fd_sc_hd__inv_1 | 232 | 871
sky130_fd_sc_hd__nand2_1 | 191 | 717
sky130_fd_sc_hd__xnor2_1 | 46 | 403
sky130_fd_sc_hd__buf_1 | 20 | 75.1
sky130_fd_sc_hd__xor2_1 | 26 | 228
sky130_fd_sc_hd__o21ai_0 | 161 | 806
sky130_fd_sc_hd__o31ai_1 | 12 | 90.1
sky130_fd_sc_hd__a21o_1 | 22 | 165
sky130_fd_sc_hd__fa_1 | 121 | 2420
sky130_fd_sc_hd__nor2b_1 | 40 | 250
sky130_fd_sc_hd__o21a_1 | 14 | 105
-- routing by layer --
metal | up-vias | wire (um) | global-route usage
li1 | 8749 | - | -
met1 | 8824 | 29100 | 0.279
met2 | 756 | 29400 | 0.298
met3 | 114 | 6250 | 0.0544
met4 | 0 | 1920 | 0.0497
met5 | - | 0 | 0
-- where the power goes --
| part | internal (mW) | total [mW] | switching, mW |
|---|---|---|---|
| logic | 0.00862 | 0.0311 | 0.0224 |
| clock network | 0.419 | 0.689 | 0.270 |
| registers | 0.533 | 0.533 | 0 |
-- how the worst max path moves through the flow --
stage	startpoint	to	slack [ps]
after CTS	C0.Mul_B[2]	C0.A_bigger_B_flg	9890
after global routing	C0.Mul_B[2]	C0.A_bigger_B_flg	9470
final	C0.Mul_B[2]	C0.A_bigger_B_flg	9920
No activity file was given, so power comes from the tool's default toggle rates.
